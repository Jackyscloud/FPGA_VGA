**./config.mk**
```make
export PLATFORM = sky130hd
export DESIGN_NAME = vga_stripes_top
export DESIGN_NICKNAME = vga_stripes_top
export VERILOG_FILES = /design/flow/design.v
export SDC_FILE = /design/flow/constraint.sdc
export NUM_CORES = 4
export LEC_CHECK = 1
export CORE_AREA = 10 10 93 93
export DIE_AREA = 0 0 103 103
```
**./run.sh**
```bash
#!/bin/bash
# OpenROAD 26Q1-2900-gdf79404cd8, Yosys 0.63+post, stock flow scripts
make -C /OpenROAD-flow-scripts/flow DESIGN_CONFIG=/design/flow/config.mk WORK_HOME=/design/flow/orfs finish
```
**./constraint.sdc**
```tcl
current_design vga_stripes_top

set clk_period 1.3
set clk_io_pct 0.2

create_clock -name clk0 -period $clk_period [get_ports {clk}]

set non_clock_inputs [all_inputs -no_clocks]
set_input_delay [expr $clk_period * $clk_io_pct] -clock clk0 $non_clock_inputs
set_output_delay [expr $clk_period * $clk_io_pct] -clock clk0 [all_outputs]
```
**./design.v**
```verilog
module clock_div(
    mclk,
    clr,
    clk_out
);
input mclk;
input clr;
output clk_out;
wire clk_out;
reg [2:0] q;
always @(posedge mclk or posedge clr)
begin
    if (clr) q <= 0;
    else q <= q + 1'b1;
end
assign clk_out = q[2]; 
endmodule
module vga_640x480 (
    input wire clk,
    input wire clr,
    output reg hsync,
    output reg vsync,
    output reg [9:0] hc,
    output reg [9:0] vc,
    output reg vidon
);
parameter hpixels = 10'b11001_00000;  
parameter vlines = 10'b1000001101;
parameter hbp = 10'b10010000;
parameter hfp = 10'b11000_10000;
parameter vbp = 10'b100011;
parameter vfp = 10'b1000000011;
parameter hs_low = 10'b1100000; 
parameter vs_low = 2; 
reg vsenable;  
always @(posedge clk or posedge clr)
    begin
        if (clr == 1)
            hc <= 0;
        else
            begin
                if (hc == hpixels - 1)
                    begin
                        hc <= 0;
                        vsenable <= 1;
                    end
                else
                    begin
                        hc <= hc + 1;
                        vsenable <= 0;
                    end
            end
    end
always @ (*)
    begin
        if (hc < hs_low)
            hsync = 0;
        else
            hsync = 1;
    end
always @(posedge clk or posedge clr)
    begin
        if (clr == 1)
            vc <= 0;
        else
            if(vsenable == 1)
                begin
                    if (vc == vlines - 1)
                        vc <= 0;
                    else
                        vc <= vc + 1;  
                end
    end
always @(*)
    begin
        if (vc < vs_low)
            vsync = 0;
        else
            vsync = 1;
    end
always@(*)
    begin
        if ((hc < hfp) && (hc >= hbp) && (vc < vfp) && (vc >= vbp))
            vidon = 1;
        else
            vidon = 0;
    end
endmodule
module vga_stripes(
    input wire vidon,
    input wire [9:0] hc, vc,
    output reg [2:0] red, green,
    output reg [1:0] blue
);
always@(*)
    begin
        red = 0;
        green = 0;
        blue = 0;
        if (vidon == 1)
            begin
                red = {vc[0], vc[0], vc[0]};
                green = {1, 1, 1};
                blue = 0;
            end
    end
endmodule
module vga_stripes_top(
    input wire clk,
    input wire btn,
    output wire hsync,
    output wire vsync,
    output wire [2:0] red, 
    output wire [2:0] green,
    output wire [1:0] blue
);
wire clk25;
wire vidon;
wire [9:0] hc, vc;
clock_div U3 (
    .mclk(clk),
    .clr(btn),
    .clk_out(clk25)
);
vga_640x480 U1 (
    .clk(clk25), .clr(btn), .hsync(hsync), .vsync(vsync), .hc(hc), .vc(vc), .vidon(vidon)
);
vga_stripes U2 (
    .vidon(vidon), .hc(hc), .vc(vc), .red(red), .green(green), .blue(blue)
);
endmodule
```
==> results.py <==
# Flow results
metrics = {
    "run_status": {
        "status": "complete, no violations",
    },
    "worst_hold_path": {
        "hp-class": "input pin to async pin",
    },
    "synth": {
        "synthArstFlopShare": 0.958,
        "ys_sh_xor": 0.0820,
        "avgSynthCellArea_sq_um": 9.93,
        "mux_area_frac": 0.00879,
        "ys_sh_aoi": 0.0889,
        "synthTopCellsByArea": "dfrtp_1 (45%), xor2_1 (6.2%), ha_1 (4.9%), buf_4 (4.1%), nand3_1 (2.7%)",
        "synthAdderAreaFrac": 0.0488,
        "synthesis.instances": 129,
        "synth-simple-area-share": 0.217,
        "ys_cells": 129,
        "edf_count": 1,
        "yosysSeqAreaShare": 0.473,
        "top_area_cell": "dfrtp_1",
        "synth_flops": 24,
        "top_logic_kind": "simple AND/OR/NAND/NOR gates",
        "yosysWarnings": 3,
        "yosysUniqueCellTypes": 40,
        "synthFlopType": "dfrtp_1",
        "yosys_area_sq_um": 1280,
        "top_area_frac": 0.449,
        "syn-cell-area_sq_um": 1280,
    },
    "die": {
        "die_x_um": 103,
        "chipHeight_um": 103,
        "fp_util": 0.190,
        "fp.coreArea_sq_um": 6760,
        "pin_count": 12,
        "dieArea_sq_um": 10600,
        "rows": 30,
    },
    "final_layout": {
        "logic_area_sq_um": 586,
        "layout_top_cells": "dfrtp_1 (23), nor2_1 (9), xor2_1 (9)",
        "syn2layout_area_growth_pct": 13.0,
        "layout_top_cell": "dfrtp_1",
        "regArea_sq_um": 606,
        "drive_gt1_frac": 0.0827,
        "n_fill_cell": 732,
    },
    "detailed_routing": {
        "drtIter0Drc": 23,
        "first_pass_iters": 4,
        "antenna_cells": 0,
        "dr_total_vias": 873,
        "drc": 0,
        "ant_nets": 0,
        "wl_um": 2150,
        "wire_per_inst_um": 10.1,
        "viasPerCell": 4.10,
    },
    "worst_setup_path": {
        "worstReg2RegEnd": "U3.q[2]",
        "worstSetupStartpointType": "flop",
        "worstSetupEndpointType": "flop",
        "crit_type": "flop to flop",
        "worstPathRequired_ns": 1.39,
        "reg2reg_depth": 2,
        "crit_arrival_ns": 0.94,
        "r2r_start": "U3.q[0]",
        "cp_max_fo": 2,
        "r2r_slack_ns": 0.45,
    },
    "clocking": {
        "postCtsHoldBufs": 0,
        "post-cts-setup-buffers": 0,
        "root_buffer": "clkbuf_8",
        "cts_tree": "done",
        "cts-buffers-inserted": 3,
        "cts_resized": 0,
        "clk_path_buf_depth": 2,
        "worstSkewPairLatency_ns": 0.21,
        "path_clk_slew_ns": 0.03,
        "h-tree-depth": 1,
    },
    "timing": {
        "unclocked_pins": 21,
        "rsz0062_at_grt": "false",
        "drv_slew": 0,
        "finalCriticalPeriod_ns": 0.849,
        "untimed_endpoints": 28,
        "tns_ns": 0,
        "setup_viol": 0,
        "fmax_mhz": 1180,
        "min_period_over_period": 0.653,
        "fin_worst_skew_ns": 0.00102,
        "hold_viol": 0,
    },
    "run": {
        "maxCapViolCount": 0,
        "warning_count": 28,
    },
    "global_route": {
        "grt.overflow.total": 0,
        "antenna_found_initial": 0,
        "grt.total_usage": 0.0425,
        "grt_pass1_vias": 813,
        "grt_max_degree": 22,
        "grt_pass1_wl_um": 3770,
    },
    "place": {
        "dp_hpwl_um": 1640,
        "port_buffers": 7,
        "place_congestion": 0.778,
    },
    "power_and_ir_drop": {
        "power.total_mw": 0.378,
        "p_leak_nw": 0.637,
        "p_per_area_nw_per_um2": 261,
        "ir_worst_vdd_uv": 301,
    },
}
## routing by layer
metal / global-route usage / share of wire / vias up
met5: 0 / 0 / -
met4: 0.00428 / 0.0088 / 0
met3: 0.0115 / 0.040 / 2
met2: 0.0658 / 0.44 / 11
met1: 0.0602 / 0.51 / 420
li1: - / - / 440
## critical path: stages, from the launching register on
cell and delay [ns]:
dfrtp_1 0.37, ha_1 0.21, xor2_1 0.15
## flip-flops by register name, summed over array words and instances, names as in the netlist
signal	flops
U1.hc	10
U1.vc	10
U3.q	3
U1.vsenable	1
## through the flow
step | cells | worst slack [ns] | area [sq um] | hold WS (ns) | util
2_1_floorplan | 132 | 0.456 | 1290 | 0.274 | -
3_3_place_gp | 209 | 0.461 | 1400 | 0.417 | 0.208
3_5_place_dp | 209 | 0.462 | 1400 | 0.418 | 0.208
4_1_cts | 213 | 0.448 | 1450 | 0.332 | 0.214
5_1_grt | 213 | 0.412 | 1450 | 0.364 | 0.214
6_report | 213 | 0.451 | 1450 | 0.319 | 0.214
## layout make-up
class / instances / share of cell area
flip-flops and latches: 24 / 0.418
multi-input cells: 89 / 0.404
well taps: 80 / 0.0691
repair buffers: 9 / 0.0588
clock buffers: 4 / 0.0311
inverters: 7 / 0.0182
## cells by family after synthesis
group                      Yosys count
DFF                                 24
adders and majority gates            5
AOI/OAI and AO/OA                   17
buffers and inverters               19
xor gates and xnor gates            12
other                                1
and+or+nand+nor                     50
muxes                                1
## Yosys cell counts (2+ instances only)
| cell | instances |
|---|---|
| a21oi_1 | 3 |
| a22o_1 | 2 |
| and3_1 | 4 |
| buf_2 | 2 |
| buf_4 | 7 |
| clkbuf_1 | 2 |
| dfrtp_1 | 23 |
| ha_1 | 5 |
| inv_1 | 7 |
| nand2_1 | 6 |
| nand3_1 | 7 |
| nand4_1 | 4 |
| nor2_1 | 9 |
| nor2b_1 | 4 |
| nor3_1 | 2 |
| nor4_1 | 4 |
| o21ai_0 | 4 |
| o31ai_1 | 2 |
| xnor2_1 | 3 |
| xor2_1 | 9 |
## how the worst max path moves through the flow
stage | slack [ns] | cells after the start | startpoint | to
global route | 0.41 | 2 | U3.q[0] | U3.q[2]
finish | 0.45 | 2 | U3.q[0] | U3.q[2]
CTS | 0.45 | 2 | U3.q[0] | U3.q[2]
## power by group
group / switching, mW / total, mW / leakage, nW / internal (mW)
Clock: 0.0562 / 0.265 / 0.0228 / 0.209
Combinational: 0.0148 / 0.0196 / 0.302 / 0.00476
Sequential: 0 / 0.0939 / 0.312 / 0.0939
Power figures rest on the tool's default switching activity, not on a simulated workload.
