==> ./design.v <==
module prom_DMH (
    input wire [4:0] addr,
    output wire [0:37] M
);
reg [0:37] rom [0:39];
parameter data = {
   38'b00000000000000001111111100000000000000,
   38'b00000000000001111111111111100000000000,
   38'b00000000000111111111111111111000000000,
   38'b00000000011111111111111111111110000000,
   38'b00000000111111111111111111111111000000,
   38'b00000011111111111111111111111111100000,
   38'b00000111111111111111111111111111110000,
   38'b00000111111111111111111111111111111000,
   38'b00001111111111111111111111111111111100,
   38'b00011111111111111111111111111111111110,
   38'b00111111111111111111111111111111111110,
   38'b00111111111111111111111111111111111110,
   38'b00111111111111111111111111111111111100,
   38'b01111111111111111111111111111111110000,
   38'b01111111111111111111111111111111000000,
   38'b01111111111111111111111111111100000000,
   38'b11111111111111111111111111110000000000,
   38'b11111111111111111111111111000000000000,
   38'b11111111111111111111111100000000000000,
   38'b11111111111111111111110000000000000000,
   38'b11111111111111111111100000000000000000,
   38'b11111111111111111111111000000000000000,
   38'b11111111111111111111111110000000000000,
   38'b11111111111111111111111111100000000000,
   38'b01111111111111111111111111111000000000,
   38'b01111111111111111111111111111110000000,
   38'b01111111111111111111111111111111100000,
   38'b01111111111111111111111111111111111000,
   38'b00111111111111111111111111111111111110,
   38'b00111111111111111111111111111111111110,
   38'b00011111111111111111111111111111111110,
   38'b00001111111111111111111111111111111100,
   38'b00001111111111111111111111111111111000,
   38'b00000111111111111111111111111111111000,
   38'b00000011111111111111111111111111110000,
   38'b00000001111111111111111111111111000000,
   38'b00000000011111111111111111111110000000,
   38'b00000000001111111111111111111000000000,
   38'b00000000000011111111111111100000000000,
   38'b00000000000000001111111100000000000000
};
integer i;
initial 
    begin
        for ( i = 0; i < 40; i = i + 1)
            rom[i] = data [(1519 - 38 * i) -: 38];
    end
assign M = rom[addr];
endmodule
==> ./run.sh <==
#!/bin/bash
# OpenROAD 26Q1-2900-gdf79404cd8, Yosys 0.63+post, stock flow scripts
make -C /OpenROAD-flow-scripts/flow DESIGN_CONFIG=/design/flow/config.mk WORK_HOME=/design/flow/orfs finish
==> ./config.mk <==
export PLATFORM = sky130hd
export DESIGN_NAME = prom_DMH
export DESIGN_NICKNAME = prom_DMH
export VERILOG_FILES = /design/flow/design.v
export SDC_FILE = /design/flow/constraint.sdc
export NUM_CORES = 4
export LEC_CHECK = 1
export CORE_AREA = 10 10 70 70
export DIE_AREA = 0 0 80 80
==> ./constraint.sdc <==
current_design prom_DMH

set clk_period 2.4
set clk_io_pct 0.2

create_clock -name clk0 -period $clk_period

set non_clock_inputs [all_inputs -no_clocks]
set_input_delay [expr $clk_period * $clk_io_pct] -clock clk0 $non_clock_inputs
set_output_delay [expr $clk_period * $clk_io_pct] -clock clk0 [all_outputs]
==> flow_summary.ini <==
; implementation run metrics
[layout]
ff_count = 0
fillers = 367
regArea_um2 = 0
clkbuf_count = 0
drive_above_1_share_pct = 34.3
area_growth_pct = 115
fin_util_pct = 33.5

[sta]
setup_viol = 0
tns_ps = 0
hold_viol = 0
slew_violations = 0
fin_crit_sh_pct = 97.7
min_period_ps = 2340
rsz0062_at_grt = false
fmax_mhz = 426

[min_path]
holdPathEnd = M[34]
holdCritStartpoint = addr[0]
hold_depth = 5
hold_class = input port to output port

[critical_path]
path_class = input port to output port
worstPathRequired_ps = 1920
critical_path.top_delay_family = buffers and inverters
cpPeakStageDelay_ps = 480
path_cells = dlygate4sd2_1, buf_6, or3_1, a21oi_2, clkdlybuf4s50_1
worst_setup_path_end_kind = output port
cp_max_fo = 5
crit_buf_inv = 3
cp_slowest_cell = clkdlybuf4s50_1
worst_setup_path_start_kind = input port
critPathArrivalTime_ps = 1860

[floorplanning]
num_rows = 21
fp_util_pct = 15.6
die_w_um = 80
die_h_um = 80
core_area_um2 = 3420
dieArea_um2 = 6400
ioPinCount = 43

[power_and_ir_drop]
total_power_uw = 184
peakVddDrop_uv = 76.6
leakage_uw = 0.000532
p_per_area_nw_per_um2 = 161

[grt]
grt_max_degree = 15
overflow = 0
grtUsageTotal_pct = 6.74
grt_pass1_vias = 774
grt_pass1_wl_um = 3640
antenna_found_initial = 0

[logic_synthesis]
syn_area_per_cell_um2 = 5.97
syn-cell-area_um2 = 532
yosysTopAreaCell = buf_4
ys_seq_share_pct = 0
fa_ha_area_share_pct = 7.06
yosys.area.top_type_share_pct = 16.9
synth_chip_area_um2 = 532
yosys_cells = 89
synth.logic.top_family = simple AND/OR/NAND/NOR gates
synth.cellmix.simpleShare_pct = 39.3
synth.area.top_cells = buf_4 (17%), nand2_1 (9.9%), ha_1 (7.1%)
ys_warn_count = 1
syn_inst = 89
mux_area_share_pct = 0
synthAoiAreaFrac_pct = 25.4
xor_area_share_pct = 0
synth.distinct_cells = 30
synth.most_common_cell = nand2_1
synth.top_cells.by_count = nand2_1 (14), buf_4 (12), a21oi_1 (6), buf_2 (6), nor2_1 (6)

[routing]
route.vias.total = 746
post_drt_wl_per_cell_um = 12.1
antenna_left = 0
route.antenna.diode_count = 0
firstDrtPassIters = 4
drt-initial-drc-count = 19
wirelength_um = 2290
detail_route.vias_per_cell = 3.95
route.detailed.drc = 0

[placement]
dp_hpwl_um = 1830
port_buffers = 37
gp_congestion = 0.840

[run]
max_cap_viol_count = 0
warning_count = 34

[status]
outcome = finished clean

[cts]
cts-hold-fix-buffers = 0
postCtsSetupRepairBufs = 0
## power breakdown
| group | leakage (uW) | total [uW] | internal, uW | switching, uW |
|---|---|---|---|---|
| combinational | 0.000532 | 184 | 114 | 70.0 |
| clock | 0 | 0 | 0 | 0 |
| sequential | 0 | 0 | 0 | 0 |
| total | 0.000532 | 184 | 114 | 70.0 |
## how the worst max path moves through the flow
stage | from | end | slack, ps | depth (start not counted)
CTS | addr[1] | M[3] | 2 | 6
global route | addr[2] | M[36] | 2 | 5
finish | addr[4] | M[36] | 60 | 5
## tightest hold or removal path: stages
cell,delay (ps)
buf_2,160
nand2_1,120
buf_4,140
o21bai_1,70
dlymetal6s2s_1,130
## kinds of logic (layout without fill, tap and decap cells)
group	after synthesis	after routing
compound gates	20	20
fa+ha+maj	3	3
buf+inv	24	74
other cells	2	6
simple gates	40	40
## cell type report
cell class	count	area, um2	area share (%)
timing repair buffer	68	604	52.8
inverter	6	22.5	1.97
multi-input combinational	69	459	40.2
tap	46	57.6	5.03
## layout by cell type (no fill, tap or decap), drive strengths merged, types with 3 or more instances in the layout
| cell type | n |
|---|---|
| buf | 32 |
| clkdlybuf4s50 | 29 |
| nor2b | 3 |
| nor3 | 5 |
| a21oi | 6 |
| or3 | 3 |
| nand2 | 14 |
| conb | 6 |
| nand2b | 3 |
| nor2 | 6 |
| ha | 3 |
| o21ai | 4 |
| inv | 6 |
| nand3 | 3 |
| dlygate4sd2 | 4 |
## timing repair
action                                  4_1_cts  5_1_grt
gates resized                                23       12
cloned                                        3        0
endpoints found under the hold margin         0        0
endpoints found under the setup margin       32        8
pin swaps                                     4        1
## stage by stage
step	setup WS, ps	hold WS, ps	cell area [um2]	instances
2_1_floorplan	701	1010	547	93
3_3_place_gp	-300	2050	1060	186
3_5_place_dp	-311	2070	1060	186
4_1_cts	2.28	1730	1120	189
5_1_grt	1.56	1630	1140	189
6_report	55.3	1580	1140	189
## metal layers
layer | share of wire [%] | track usage (%) | up-vias
met3 | 9.4 | 2.61 | 0
met5 | 0 | 0 | -
met4 | 0 | 0.176 | 0
met1 | 47 | 8.97 | 326
li1 | - | - | 393
met2 | 43 | 10.6 | 27
Power is estimated from default activity; no workload was simulated.
