==> ./design.v <==
module vga_initials (
    input wire vidon,
    input wire [10:0] hc,
    input wire [10:0] vc,
    input wire [0:37] M,
    input wire [7:0] sw,
    output wire [4:0] rom_addr5,
    output reg [2:0] red,
    output reg [2:0] green,
    output reg [1:0] blue
);
parameter hbp = 10'b101101000;
parameter vbp = 10'b101001;
parameter W = 38;
parameter H = 40;
wire [10:0] C1, R1, rom_addr, rom_pix;
reg spriteon, R, G, B;
assign C1 = {2'b00, sw[3:0], 5'b00001};
assign R1 = {2'b00, sw[7:4], 5'b00001};
assign rom_addr = vc - vbp - R1;
assign rom_pix = hc - hbp - C1;
assign rom_addr5 = rom_addr[4:0];
always @(*)
    begin
        if ((hc >=  C1 + hbp) && (hc < C1 + hbp + W) && (vc >= R1 + vbp) && (vc < R1 + vbp + H))
            spriteon = 1;
        else
            spriteon = 0;
    end
always @(*)
    begin
        red = 0;
        green = 0;
        blue = 0;
        if ((spriteon == 1) && (vidon == 1))
            begin
                R = M[rom_pix];
                G = M[rom_pix];
                B = M[rom_pix];
                red = {R, R, R};
                green = {G, G, G};
                blue = {B, B};
            end
    end
endmodule
==> ./run.sh <==
#!/bin/bash
# OpenROAD 26Q1-2900-gdf79404cd8, Yosys 0.63+post, stock flow scripts
make -C /OpenROAD-flow-scripts/flow DESIGN_CONFIG=/design/flow/config.mk WORK_HOME=/design/flow/orfs finish
==> ./config.mk <==
export PLATFORM = sky130hd
export DESIGN_NAME = vga_initials
export DESIGN_NICKNAME = vga_initials
export VERILOG_FILES = /design/flow/design.v
export SDC_FILE = /design/flow/constraint.sdc
export NUM_CORES = 4
export LEC_CHECK = 1
export CORE_AREA = 10 10 89 89
export DIE_AREA = 0 0 99 99
==> ./constraint.sdc <==
current_design vga_initials

set clk_period 3.0
set clk_io_pct 0.2

create_clock -name clk0 -period $clk_period

set non_clock_inputs [all_inputs -no_clocks]
set_input_delay [expr $clk_period * $clk_io_pct] -clock clk0 $non_clock_inputs
set_output_delay [expr $clk_period * $clk_io_pct] -clock clk0 [all_outputs]
==> flow_metrics.env <==
# physical design summary
export IMPL_route_vias_total=1748
export IMPL_lay_top_count="clkdlybuf4s50_1"
export IMPL_dp_cells=381
export IMPL_max_clock_freq_mhz=248
export IMPL_crit_arrival_ns=3.43
export IMPL_yosys_area_mm2=0.00164
export IMPL_first_pass_iters=4
export IMPL_violations="negative setup slack"
export IMPL_critical_path_most_common_cell="buf_6"
export IMPL_logic_family="adder cells"
export IMPL_worst_slack_ns=-1.03
export IMPL_die_area_mm2=0.00980
export IMPL_slowest_stage="a2111o_1"
export IMPL_core_area_mm2=0.00599
export IMPL_tool_warnings=43
export IMPL_total_power_uw=593
export IMPL_floorplan_initialDensity_pct=27.3
export IMPL_clock_buffers=0
export IMPL_setup_viol_count_final=8
export IMPL_hp_class="primary input to output port"
export IMPL_synth_avg_cell_area_um2=8.71
export IMPL_die_y_um=99
export IMPL_row_count=28
export IMPL_areaGrowthSynthToFinish_pct=81.0
export IMPL_simple_gate_area_share_pct=13.1
export IMPL_tightestPinTransition_ns=0.518
export IMPL_worst_path_buf_inv=7
export IMPL_drtAntennaViolNets=0
export IMPL_final_util_pct=49.4
export IMPL_yosysCellCount=188
export IMPL_critical_path_top_delay_family="adder cells"
export IMPL_grt_setup_unrepaired="yes"
export IMPL_nFillCells=561
export IMPL_ys_seq_share_pct=0
export IMPL_seqCellArea_um2=0
export IMPL_grt_max_degree=13
export IMPL_ys_sh_aoi_pct=21.0
export IMPL_io_pins=82
export IMPL_mi_logic_area_mm2=0.00152
export IMPL_drc=0
export IMPL_ys_sh_mux_pct=16.0
export IMPL_n_antenna_cell=0
export IMPL_drive_above_1_share_pct=30.5
export IMPL_synthCells=188
export IMPL_adder_share_pct=29.2
export IMPL_yosysUniqueCellTypes=52
export IMPL_drtIter0Drc=38
export IMPL_critPathMaxFanout=5
export IMPL_wl_mm=4.72
export IMPL_yosys_warnings=1
export IMPL_ir_drop_v=0.000107
export IMPL_crit_type="primary input to output port"
export IMPL_leakage_nw=1.36
export IMPL_startpoint_type="primary input"
export IMPL_ys_sh_xor_pct=9.48
export IMPL_vias_per_cell=4.48
export IMPL_powerDensity_mw_per_mm2=200
export IMPL_numPortBuffers=82
export IMPL_critPathRequiredTime_ns=2.40
export IMPL_die_width_um=99
export IMPL_cts_hold_buffers_added=0
export IMPL_status="complete, but fails checks"
export IMPL_gr_total_overflow=0
export IMPL_grt_pass1_vias=1804
export IMPL_maxSlewViolCount=0
export IMPL_slowest_delay_ns=0.40
export IMPL_timing_final_crit_share_pct=134
export IMPL_worstPathCellList="buf_8 > clkinvlp_4 > ha_4 > inv_2 > fa_1 > inv_1 > ha_2 > xnor3_2 > mux2i_1 > mux2_4 > nand3_2 > o2111ai_2 > a2111o_1 > nor4_4 > buf_4 > buf_6 > buf_6"
export IMPL_dpl_hpwl_mm=4.30
export IMPL_fin_cells=390
export IMPL_hold_viol_final=0
export IMPL_antenna_found_initial=0
export IMPL_relSlewSlack_pct=65.2
export IMPL_ff_count=0
export IMPL_wl_per_cell_um=12.1
export IMPL_track_usage_pct=9.27
export IMPL_period_needed_ns=4.03
export IMPL_grt_pass1_wl_mm=7.98
export IMPL_gp_congestion=0.783
export IMPL_syn_area_mm2=0.00164
export IMPL_place_ws_ns=-1.90
export IMPL_cap_violations=0
export IMPL_endpoint_kind="output port"
export IMPL_lay_top_cells="clkdlybuf4s50_1, buf_4, ha_1"
## final timing paths
| path | start | end | cells after the start | slack, ns |
|---|---|---|---|---|
| max | hc[1] | blue[1] | 17 | -1.03 |
| min | vc[0] | rom_addr5[0] | 2 | 2.04 |
## logic make-up after synthesis
kind of cell | after synthesis
adder cells (fa/ha/maj) | 37
XOR/XNOR | 16
multiplexers | 14
AND/OR/NAND/NOR | 36
AND-OR/OR-AND | 50
buffers and inverters | 35
## metrics by stage
step / instance area [um2] / hold WS (ns) / setup TNS [ns]
finish: 2960 / 2.04 / -7.88
global route: 2960 / 2.08 / -9.26
CTS: 2880 / 2.06 / -9.57
detailed placement: 2850 / 2.06 / -15.15
global placement: 2850 / 2.06 / -14.60
floorplan: 1670 / 1.23 / -6.54
## per-layer routing
layer	GRT usage (%)	up-vias	routed length, um
li1	-	944	-
met1	11.4	762	2060
met2	16.1	42	2220
met3	3.31	0	437
met4	0	0	0
met5	0	-	0
## power breakdown
group / switching (mW) / leakage, nW / total [mW] / internal (mW)
combinational: 0.229 / 1.36 / 0.593 / 0.364
sequential: 0 / 0 / 0 / 0
clock: 0 / 0 / 0 / 0
## cell usage after synthesis (4+ instances only)
| cell | n | area share (%) |
|---|---|---|
| a21oi_1 | 10 | 3.1 |
| buf_4 | 8 | 3.7 |
| ha_1 | 35 | 27 |
| inv_1 | 21 | 4.8 |
| mux2i_1 | 4 | 2.4 |
| mux4_2 | 8 | 11 |
| nand2_1 | 6 | 1.4 |
| nand3_1 | 6 | 1.8 |
| nor2_1 | 5 | 1.1 |
| o21ai_0 | 13 | 4.0 |
| xnor2_1 | 11 | 5.9 |
| xor2_1 | 4 | 2.1 |
## timing repair
action,CTS,global route
setup buffers,5,4
resized,42,11
setup endpoints to repair,8,8
pin swaps,7,8
## cell type report
type / instances / area share, %
inverter: 21 / 2.79
tap: 75 / 3.17
multi-input combinational: 153 / 51.2
timing repair buffer: 141 / 42.8
Power figures rest on the tool's default switching activity, not on a simulated workload.
